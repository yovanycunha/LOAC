## design/flow/run.sh

```bash
#!/bin/bash
# OpenROAD 26Q1-2900-gdf79404cd8, Yosys 0.63+post, stock flow scripts
make -C /OpenROAD-flow-scripts/flow DESIGN_CONFIG=/design/flow/config.mk WORK_HOME=/design/flow/orfs finish
```

## design/flow/config.mk

```make
export PLATFORM = sky130hd
export DESIGN_NAME = top
export DESIGN_NICKNAME = top
export VERILOG_FILES = /design/flow/design.v
export SDC_FILE = /design/flow/constraint.sdc
export NUM_CORES = 4
export LEC_CHECK = 1
export CORE_AREA = 10 10 198 198
export DIE_AREA = 0 0 208 208
export SYNTH_HDL_FRONTEND = slang
```

## design/flow/constraint.sdc

```tcl
current_design top

set clk_period 1.0
set clk_io_pct 0.2

create_clock -name clk0 -period $clk_period

set non_clock_inputs [all_inputs -no_clocks]
set_input_delay [expr $clk_period * $clk_io_pct] -clock clk0 $non_clock_inputs
set_output_delay [expr $clk_period * $clk_io_pct] -clock clk0 [all_outputs]
```

## design/flow/design.v

```verilog
parameter divide_by=100000000;   
parameter NBITS_INSTR = 32;
parameter NBITS_TOP = 8, NREGS_TOP = 32, NBITS_LCD = 64;
module top(input  logic clk_2,
           input  logic [NBITS_TOP-1:0] SWI,
           output logic [NBITS_TOP-1:0] LED,
           output logic [NBITS_TOP-1:0] SEG,
           output logic [NBITS_LCD-1:0] lcd_a, lcd_b,
           output logic [NBITS_INSTR-1:0] lcd_instruction,
           output logic [NBITS_TOP-1:0] lcd_registrador [0:NREGS_TOP-1],
           output logic [NBITS_TOP-1:0] lcd_pc, lcd_SrcA, lcd_SrcB,
             lcd_ALUResult, lcd_Result, lcd_WriteData, lcd_ReadData, 
           output logic lcd_MemWrite, lcd_Branch, lcd_MemtoReg, lcd_RegWrite);
  always_comb begin
    lcd_WriteData <= SWI;
    lcd_pc <= 'h12;
    lcd_instruction <= 'h34567890;
    lcd_SrcA <= 'hab;
    lcd_SrcB <= 'hcd;
    lcd_ALUResult <= 'hef;
    lcd_Result <= 'h11;
    lcd_ReadData <= 'h33;
    lcd_MemWrite <= SWI[0];
    lcd_Branch <= SWI[1];
    lcd_MemtoReg <= SWI[2];
    lcd_RegWrite <= SWI[3];
    for(int i=0; i<NREGS_TOP; i++)
       if(i != NREGS_TOP/2-1) lcd_registrador[i] <= i+i*16;
       else                   lcd_registrador[i] <= ~SWI;
    lcd_a <= {56'h1234567890ABCD, SWI};
    lcd_b <= {SWI, 56'hFEDCBA09876543};
  end
  logic cofre;
  logic expediente;
  logic gerente_interrupt;
  always_comb begin
    cofre <= SWI[0];
    expediente <= SWI[1];
    gerente_interrupt <= SWI[2];
    LED[1] <= ~cofre & (~expediente | gerente_interrupt);
  end
  logic temp_acima_de_15;
  logic temp_acima_de_20;
  always_comb begin
    temp_acima_de_20 <= SWI[6];
    temp_acima_de_15 <= SWI[7];
    if(~temp_acima_de_15 & ~temp_acima_de_20) begin
      LED[7] <= 1;
      LED[6] <= 0;
      LED[7] <= 0;
    end
    else if(temp_acima_de_15 & temp_acima_de_20) begin
      LED[6] <= 1;
      LED[7] <= 0;
      LED[7] <= 0;
    end
    else begin
      LED[7] <= 0;
      LED[7] <= 0;
      LED[6] <= 0;
    end
  end
endmodule
```

==> out/results.ini <==
[status]
status = finished clean

[setup_path]
cp.required_ns = 0.80
start_kind = input port
critPathSlowestCell = clkdlybuf4s50_1
crit_path_end_kind = output pin
cp.arrival_ns = 0.77
crit_chain = buf_6 -> clkdlybuf4s50_1
path_class = input port to output pin
path_buffers = 2
worst-path-max-fanout = 6
crit_family = buffers and inverters
max_stage_delay_ns = 0.47

[synthesis]
synthTopCellsByArea = buf_4, inv_1, a21oi_2, conb_1, inv_2
synth_cells = 494
ys_cells = 494
synth_area_per_cell_um2 = 7.426
syn_area_um2 = 3669
largest_area_cell = buf_4
yosys.cell_types.count = 6
netlist.area_leader.share = 0.9864
ys.warnings.count = 13
yosys.stat.seqShare = 0
yosys_area_um2 = 3669

[routing]
routed_wl_um = 7711
drt_pass1_iterations = 3
drt_iter0_markers = 17
antenna-diode-count = 0
vias_per_cell = 1.442
vias = 1402
wire_per_inst_um = 7.933
ant_nets = 0
drcViolationCount = 0

[cells_and_area]
lay_top_count = conb_1
regArea_um2 = 0
areaGrowthSynthToFinish_pct = -23.67
seq_cells = 0
clock_buffers = 0
drive_gt1_frac = 0.03868
fin_util = 0.08067
lay_top_cells = conb_1, dlygate4sd2_1, inv_1, buf_6, clkdlybuf4s50_1

[grt]
grt_use_met3 = 0.01340
grt_pass1_vias = 1857
overflow = 0
gr-max-usage-layer = met2
grt_max_degree = 7
grtUsageMet1 = 0.02148
grt_pass1_wl_um = 10290
grt_use_met2 = 0.05868
antenna_found_initial = 0
grt.total_usage = 0.02744

[pwr]
p_leak_uw = 0.001791
cellPowerDensity_nw_per_um2 = 113.5
power_uw = 318.0
ir_worst_vdd_v = 0.00006735

[sta]
finalHoldViolCount = 0
fmax_mhz = 1031
rsz0062_at_grt = no
slew_viol_final = 0
setup_tns_ns = 0
post-route-period-util = 0.9700
finalSetupViolations = 0
timing.final.crit_period_ns = 0.9700
setup_ws_ns = 0.03004

[placed_design]
dp_hpwl_um = 7610
pre_cts_ws_ns = -0.6378
place_congestion = 0.7363
portBuffers = 46

[floorplanning]
core-area_um2 = 34710
fp_util = 0.1057
io-pin-count = 501
die_h_um = 208
die_area_um2 = 43260
fp.dieW_um = 208
num_rows = 68

[run]
warnings = 33
max-cap-violations = 0

[hold_path]
holdCritPathClass = input port to output pin

==> final timing paths <==
kind	from	endpoint	slack (ns)	cells past startpoint
max	SWI[1]	lcd_Branch	0.03	2
min	SWI[0]	lcd_MemWrite	0.60	2
==> through the flow <==
stage	hold WS [ns]	area, um^2	std cells
2_1_floorplan	0.4091	5365	946
3_3_place_gp	1.296	2799	968
3_5_place_dp	1.287	2799	968
4_1_cts	0.6659	2781	972
5_1_grt	0.6035	2800	972
6_report	0.5965	2800	972
==> power by group <==
part	leakage, uW	internal (uW)	switching, uW
Clock	0	0	0
Sequential	0	0	0
Combinational	0.00179	130	188
==> cells by family (layout without fill, tap and decap cells) <==
| kind of cell | after synthesis | after routing | synth area share |
|---|---|---|---|
| buffers and inverters | 490 | 61 | 0.9945 |
| other | 2 | 454 | 0.002047 |
| AOI/OAI and AO/OA | 1 | 1 | 0.002388 |
| and+or+nand+nor | 1 | 1 | 0.001022 |
==> area by class of cell <==
cell class,count,area (um^2)
inverters,8,30.03
well taps,455,569.3
multi-input cells,456,1724
fillers,4041,31910
repair buffers,53,476.7
==> metal layers <==
layer	vias to the layer above	share of wire
met5	-	0
met3	8	0.13
li1	586	-
met4	0	0.0079
met2	207	0.59
met1	601	0.28
==> timing repair <==
action,CTS,global route
pin swaps,1,0
hold buffers,0,0
gates resized,71,5
endpoints found under the setup margin,38,5
gates cloned,0,0
setup buffers,4,0
==> cell usage after synthesis <==
cell type  instances
a21oi_2            1
inv_1              7
nor2_1             1
conb_1             2
inv_2              1
buf_4            482
Power is estimated from default activity; no workload was simulated.
